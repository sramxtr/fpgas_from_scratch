### ./run.sh
#!/bin/bash
# OpenROAD 26Q1-2900-gdf79404cd8, Yosys 0.63+post, stock flow scripts
make -C /OpenROAD-flow-scripts/flow DESIGN_CONFIG=/design/flow/config.mk WORK_HOME=/design/flow/orfs finish
### ./config.mk
export PLATFORM = sky130hd
export DESIGN_NAME = controllable_counter_to_led_top
export DESIGN_NICKNAME = controllable_counter_to_led_top
export VERILOG_FILES = /design/flow/design.v
export SDC_FILE = /design/flow/constraint.sdc
export NUM_CORES = 4
export LEC_CHECK = 1
export CORE_AREA = 10 10 97 97
export DIE_AREA = 0 0 107 107
export SYNTH_HDL_FRONTEND = slang
### ./constraint.sdc
current_design controllable_counter_to_led_top

set clk_period 3.9
set clk_io_pct 0.2

create_clock -name clk0 -period $clk_period [get_ports {clk}]

set non_clock_inputs [all_inputs -no_clocks]
set_input_delay [expr $clk_period * $clk_io_pct] -clock clk0 $non_clock_inputs
set_output_delay [expr $clk_period * $clk_io_pct] -clock clk0 [all_outputs]
### ./design.v
module controllable_counter_to_led_top(
    input logic clk,
    input logic reset,
    input logic enable_in,
    output logic [3:0] led_out
    );
    logic [27:0] counter = 0;
    assign led_out = counter[27:24];
    always_ff @ (posedge clk) begin
        if (reset == 1) begin
            counter <= '0;
        end else begin
            if (enable_in == 1) begin
                counter <= counter + 1;
            end
        end
    end  
endmodule
==> Slide: Implementation Results <==
Flow Results at a Glance

Timing
  • Final hold vios: 0
  • Slew headroom: 44.0%
  • Tcrit/Tclk final: 67.2%
  • RSZ-0062 raised after global routing: no
  • Pins Over Slew Limit: 0
  • Final setup fails: 0
  • Setup TNS: 0 ps
  • Setup Skew: 4.63 ps
  • Final hold slack: 482 ps
  • Fmax: 382 MHz
  • Worst-Margin Slew: 833 ps
  • Minimum clock period: 2620 ps

Synth
  • Synthesized registers: 28
  • Syn avg cell area: 8.76 um^2
  • Post-synth top area cell: dfxtp_1
  • Synth top area share: 41.3%
  • Yosys top cell by instances: dfxtp_1
  • Warnings from Yosys: 0
  • Syn Inst Count: 155
  • Yosys chip area: 1360 um^2
  • Main flop type: dfxtp_1
  • Most frequent cells after synthesis: 28 x dfxtp_1, 17 x nor2_1, 13 x a21oi_1
  • Post-synth EDFFs: 0
  • Post-synth cell types: 36
  • Yosys stat cell total: 155
  • Post-synth area hogs: dfxtp_1 41%, o31ai_1 5.5%, or4_1 5.5%, a21oi_1 4.8%, nor2_1 4.7%
  • FFs w/ async S/R, synth: 0%
  • Synth Seq Share: 41.3%
  • Synth Cell Area: 1360 um^2

Final layout
  • Comb area: 722 um^2
  • Register Area: 561 um^2
  • Biggest regs: counter (28)
  • Most flops, register: counter
  • Share of layout cells above drive strength 1: 9.55%
  • Max reg flops: 28
  • Final std cells w/o fill: 256
  • Util after Layout: 21.5%
  • Fillers: 819
  • Area Growth Syn to Fin: 15.5%

Clock network
  • Hold Buf Count CTS: 0
  • Buffer depth of the longest clock path: 2
  • CTS resizes: 0
  • CTS Sinks: 28
  • Worst skew pair latency: 280 ps
  • H-tree depth: 1
  • Post-CTS setup buffers: 0
  • Worst-path clk slew: 100 ps
  • CTS tree: done
  • TritonCTS buffer count: 3
  • CTS Root Cell: clkbuf_8

Outcome
  • Status: finished, final reports clean

Worst setup path
  • Crit Path Category: input port to flip-flop
  • CP max stage delay: 710 ps
  • Setup crit start kind: input port
  • Crit-path cells: clkdlybuf4s50_1 -> nand4_1 -> nor4_1 -> a211oi_1 -> a31o_2
  • Critical path fanouts, max: 7
  • WP data required: 4080 ps
  • CP Data Arrival Time: 2800 ps
  • CP delay by family, top: simple AND/OR/NAND/NOR gates
  • Worst path slowest cell: nor4_1
  • WP buf/inv: 1
  • Register-to-register setup slack: 1810 ps
  • Setup crit end kind: flip-flop

Global routing
  • Number of global-route vias before repair: 1,046
  • First-pass GRT wire length: 4.73 mm
  • Grt ovf: 0
  • Largest net degree at the start of global routing: 17
  • Total global-route track usage: 4.68%
  • Initial antenna violation count: 0

Power and ir drop
  • Peak VDD IR: 0.172 mV
  • Leakage: 0.000472 uW
  • PwrDens: 342 nW/um^2

Floorplanning
  • Chip area: 11,400 um^2
  • Core footprint: 7290 um^2
  • Rows: 31
  • Die W: 107 um
  • Ports: 7
  • Chip Height: 107 um
  • Initial core utilization: 18.6%

Drt
  • WL/cell: 9.86 um
  • Vias: 1,089
  • Metal3 WL: 77 um
  • Met2 WL: 1.11 mm
  • Mean number of vias per cell: 4.25
  • DR pass1 iterations: 4
  • M1 WL: 1.28 mm
  • WL final: 2.52 mm
  • Antenna viol nets, final: 0
  • DR iter-0 viols: 65
  • Antenna diode count: 0
  • Drc violations: 0
  • Highest Signal Layer: met4

Place
  • Placed Cells: 252
  • HPWL after detailed placement: 1.78 mm
  • Port bufs: 6
  • GP Congestion: 0.795

Min path
  • HP Class: flip-flop to flip-flop

Job
  • Max cap viols: 0
  • OpenROAD warning count: 25
[power by group]
group / switching, uW / internal (uW) / leakage [uW] / total, uW
clock: 92.2 / 137 / 0.0000357 / 230
combinational: 9.46 / 6.81 / 0.000210 / 16.3
sequential: 1.76 / 288 / 0.000226 / 290
total: 103 / 432 / 0.000472 / 536
[path summary, 6_finish.rpt]
check | start | end | depth (start not counted)
max | enable_in | counter[20] | 5
min | counter[19] | counter[19] | 2
max reg2reg | counter[0] | counter[20] | 5
min reg2reg | counter[19] | counter[19] | 2
[layout by cell type, fill, tap and decap left out, drive strengths merged]
| cell type | synthesis | final |
|---|---|---|
| clkdlybuf4s50 | 0 | 6 |
| mux2i | 1 | 1 |
| nand4 | 7 | 7 |
| nand2b | 1 | 1 |
| or3 | 3 | 3 |
| nor2 | 17 | 17 |
| xnor2 | 4 | 4 |
| a31o | 2 | 2 |
| dfxtp | 28 | 28 |
| and3 | 3 | 3 |
| nor4 | 2 | 2 |
| and4 | 3 | 3 |
| o21ai | 2 | 2 |
| xor2 | 7 | 7 |
| nor4b | 1 | 1 |
| or4 | 11 | 11 |
| and2 | 1 | 1 |
| nand4bb | 1 | 1 |
| ha | 1 | 1 |
| nor3 | 1 | 1 |
| nand2 | 8 | 8 |
| o31ai | 10 | 10 |
| nand3 | 9 | 9 |
| a211oi | 1 | 1 |
| bufinv | 0 | 1 |
| mux2 | 2 | 2 |
| buf | 7 | 2 |
| nor2b | 2 | 2 |
| clkbuf | 3 | 3 |
| a21oi | 13 | 13 |
| inv | 4 | 4 |
[layer usage]
layer / vias up / GRT usage [%]
li1: 573 / -
met1: 500 / 6.41
met2: 12 / 7.59
met3: 4 / 0.728
met4: 0 / 1.06
met5: - / 0
[cell type report]
class	count	share of cell area, %
Sequential cell	28	35.8
Tap cell	99	7.90
Clock inverter	1	1.92
Multi-Input combinational cell	113	46.0
Timing Repair Buffer	8	4.79
Clock buffer	3	2.63
Inverter	4	0.958
[stage by stage]
step | worst slack [ps] | instance area [um^2] | power [uW]
after floorplan | 1800 | 1360 | 306
after global placement | 1030 | 1500 | 313
after detailed placement | 968 | 1500 | 313
after CTS | 1230 | 1570 | 542
after global routing | 1060 | 1570 | 559
final | 1280 | 1570 | 536
[cell families after synthesis]
group | synth area share [%]
and+or+nand+nor | 29.9
DFF | 41.3
buffers and inverters | 5.53
muxes | 2.40
adders and majority gates | 0.922
xor gates and xnor gates | 7.10
AOI/OAI and AO/OA | 12.9
[worst register-to-register path: stages (launching register included)]
cell	delay, ps
dfxtp_1	370
ha_1	210
nand4_1	270
nor4_1	710
a211oi_1	180
a31o_2	250
No activity file was given, so power comes from the tool's default toggle rates.
