==> ./design.v <==
module counter_to_led_top(
    input logic clk,
    output logic [3:0] led_out
    );
    logic [27:0] counter = 0;
    assign led_out = counter[27:24];
    always_ff @ (posedge clk) begin
        counter <= counter + 1;
    end
endmodule
==> ./run.sh <==
#!/bin/bash
# OpenROAD 26Q1-2900-gdf79404cd8, Yosys 0.63+post, stock flow scripts
make -C /OpenROAD-flow-scripts/flow DESIGN_CONFIG=/design/flow/config.mk WORK_HOME=/design/flow/orfs finish
==> ./config.mk <==
export PLATFORM = sky130hd
export DESIGN_NAME = counter_to_led_top
export DESIGN_NICKNAME = counter_to_led_top
export VERILOG_FILES = /design/flow/design.v
export SDC_FILE = /design/flow/constraint.sdc
export NUM_CORES = 4
export LEC_CHECK = 1
export CORE_AREA = 10 10 86 86
export DIE_AREA = 0 0 96 96
export SYNTH_HDL_FRONTEND = slang
==> ./constraint.sdc <==
current_design counter_to_led_top

set clk_period 6.3
set clk_io_pct 0.2

create_clock -name clk0 -period $clk_period [get_ports {clk}]

set non_clock_inputs [all_inputs -no_clocks]
set_input_delay [expr $clk_period * $clk_io_pct] -clock clk0 $non_clock_inputs
set_output_delay [expr $clk_period * $clk_io_pct] -clock clk0 [all_outputs]
==> results.cfg <==
; flow metrics
[power]
p_sw_share_pct = 16.8
clock_power_share_pct = 43.8
p_per_area_nw_per_um2 = 247
internal-power_mw = 0.262
peakVddDrop_uv = 129
p_leak_nw = 0.392
comb_power_share_pct = 0
seqPwrFrac_pct = 56.2
p_sw_mw = 0.0530

[global_route]
antenna_found_initial = 0
overflow = 0
grt_pass1_vias = 629
grt_usage_pct = 3.50
grt_max_degree = 17
grt_pass1_wl_um = 2680

[synth]
ys.flop_type = dfxtp_1
synth_cell_types = 17
area_leaders = dfxtp_1 51%, xnor2_1 17%, nand3_1 6.8%
ys_seq_elements = 28
avgSynthCellArea_sq_um = 10.6
synthCells = 105
yosysWarnings = 0
yosysCellCount = 105
edf_count = 0
ys_chip_area_sq_um = 1110
top_cell_area_share_pct = 50.6
yosysTopAreaCell = dfxtp_1
synthesis.area_sq_um = 1110
ys_seq_share_pct = 50.6
synthArstFlopShare_pct = 0

[routing]
via_per_inst = 3.70
ant_nets = 0
antennaDiodeCount = 0
route.vias.total = 666
wire_per_inst_um = 8.27
first_pass_iters = 3
drtIter0Drc = 40
routed_wl_um = 1490
drcViolationCount = 0

[setup_path]
critical-path-max-stage-delay_ps = 480
cp_num_buf_inv = 1
critical_path_class = flip-flop to output pin
reg2regPathDepth = 5
crit_chain = clkdlybuf4s50_1
path_depth = 1
cp-end-kind = output pin
crit_family = buffers and inverters
crit_path_max_fanout = 4
required_ps = 5040
cp_slowest_cell = clkdlybuf4s50_1
cp_data_arrival_time_ps = 1150
start_kind = flip-flop
regToRegSetupSlack_ps = 4670

[finish]
area_growth_syn_to_layout_pct = 14.8
reg_top3 = counter: 28 flops
final_area_sq_um = 1270
stdcell_count = 180
largest_reg_flops = 28
ff_latch_area_sq_um = 561
drive_gt1_share_pct = 7.41
layout_top_cell = dfxtp_1
n_fill_cell = 606
top_register = counter
most-common-layout-cells = 28 x dfxtp_1, 22 x xnor2_1, 15 x nand3_1, 8 x nand4_1
comb_area_sq_um = 499

[placement]
pre_cts_ws_ps = 4190
postPlaceCellArea_sq_um = 1200
post-dp-hpwl_um = 1030
gp_congestion = 0.764
dpl.cell_count = 176
port_buffers = 4

[min_path]
hold_depth = 1
hp-class = flip-flop to flip-flop

[final_timing]
slew_headroom_pct = 63.4
setup_viol = 0
rsz0062_at_grt = no
finalCritPeriodShare_pct = 38.2
final_hold_viol_count = 0
drv_slew = 0
hold_ws_ps = 417
tns_ps = 0
fin_crit_ps = 2410
setup_slack_ps = 3890
fmax_mhz = 415
worst_pin_slew_ps = 545
clock_skew_ps = 8.40

[clock_network]
tritoncts = yes
worstSkewPairLatency_ps = 270
cts_buffers = 3
clkSinkCount = 28
cts_hold_buf = 0
clk_pin_slew_worst_paths_ps = 90
cts-resized-gates = 0
cts-root-buf = clkbuf_8
htree_levels = 1
cts_setup_buffers = 0
clk_path_buf_depth = 2

[floorplan]
dieArea_sq_um = 9220
initCoreUtil_pct = 20.0
dieHeight_um = 96
rows = 27
pin_count = 5
die_w_um = 96
fp.coreArea_sq_um = 5540

[outcome]
status = completed

[job]
warning_count = 25
cap_violations = 0
## power groups by stage
stage	Clock [mW]	Combinational, mW	Sequential (mW)
finish	0.138	0.000000131	0.177
global route	0.147	0.000000131	0.177
CTS	0.142	0.000000131	0.177
## kinds of logic (layout without fill, tap and decap cells)
family        after synthesis  after routing  synth area share [%]
simple gates               42             42                  23.4
buf+inv                     8             11                  4.40
flops                      28             28                  50.6
xor+xnor                   26             26                  20.5
fa+ha+maj                   1              1                  1.13
## metrics by stage
| stage | utilization, % | total power, mW |
|---|---|---|
| 2_1_floorplan | - | 0.181 |
| 3_3_place_gp | 21.7 | 0.181 |
| 3_5_place_dp | 21.7 | 0.181 |
| 4_1_cts | 23.0 | 0.319 |
| 5_1_grt | 23.0 | 0.324 |
| 6_report | 23.0 | 0.315 |
## synthesized netlist by cell type (all sizes together) (2+ instances only)
cell type  instances
xnor2             22
buf                5
and4               2
nor3               4
inv                3
nand2              5
nand4              9
dfxtp             28
xor2               4
nor2               3
nand3             15
and3               3
## final timing paths
kind | from | endpoint
setup reg to reg | counter[0]$_DFF_P_ | counter[18]$_DFF_P_
hold / removal | counter[0]$_DFF_P_ | counter[0]$_DFF_P_
setup / recovery | counter[24]$_DFF_P_ | led_out[0]
hold reg to reg | counter[0]$_DFF_P_ | counter[0]$_DFF_P_
## layer usage
layer / GRT usage (%) / share of wire (%) / wire length [um]
met5: 0 / 0 / 0
met4: 0.246 / 0.81 / 12
met3: 1.57 / 7.9 / 118
met2: 4.93 / 37 / 547
met1: 5.04 / 54 / 811
## cell type report
class,instances,share of cell area (%)
clock buffers,3,3.24
clock inverters,1,2.36
inverters,3,0.885
multi-input cells,69,39.2
flip-flops and latches,28,44.1
well taps,72,7.08
repair buffers,4,3.15
Power is estimated from default activity; no workload was simulated.
