==> flow/design.v <==
`timescale 1ns / 1ps
module priority_encoder
    #(parameter NUM_DATA_BITS = 32)
    (input logic [NUM_DATA_BITS-1:0] data_in,
     output logic [$clog2(NUM_DATA_BITS+1)-1:0] data_out);
    always_comb begin
        data_out = 0;
        for (int ii = 0; ii < NUM_DATA_BITS; ii++) begin
            if (data_in[ii] == 1)
                data_out = ii+1;
        end
    end  
endmodule
`timescale 1ns / 1ps
module ram_read_controller
       #(parameter NUM_RAM_WORDS = 1024)
       (input logic clk,
        input logic reset,
        output logic [$clog2(NUM_RAM_WORDS)-1:0] address_out,
        output logic valid_out);
    enum {INIT,
          READ_WORD,
          DONE} current_state_sig, next_state_sig = INIT;
    logic [$clog2(NUM_RAM_WORDS)-1:0] address_out_prebuf_sig, address_out_postbuf_sig = 0;
    logic valid_out_prebuf_sig, valid_out_postbuf_sig = 0;          
    assign valid_out = valid_out_postbuf_sig;
    assign address_out = address_out_postbuf_sig;
    always_comb begin
        next_state_sig = current_state_sig;
        address_out_prebuf_sig = address_out_postbuf_sig;
        valid_out_prebuf_sig = 0;
        unique case(current_state_sig)
            INIT: begin
                next_state_sig = READ_WORD;
                address_out_prebuf_sig = 0;
            end  
            READ_WORD: begin
                address_out_prebuf_sig = address_out_postbuf_sig+1;
                valid_out_prebuf_sig = 1;
                if (address_out_postbuf_sig == NUM_RAM_WORDS-1) begin
                    address_out_prebuf_sig = 0;
                    next_state_sig = DONE;
                end
            end  
            DONE: begin                
            end  
        endcase
    end  
    always_ff @ (posedge clk) begin
        if (reset == 1) begin
            current_state_sig <= INIT;
            address_out_postbuf_sig <= 0;
            valid_out_postbuf_sig <= 0;
        end else begin
            current_state_sig <= next_state_sig;
            address_out_postbuf_sig <= address_out_prebuf_sig;
            valid_out_postbuf_sig <= valid_out_prebuf_sig;
        end     
    end  
endmodule
`timescale 1ns / 1ps
module ram_single_ported_inferred
       #(parameter NUM_WORD_BITS = 32,
         parameter NUM_WORDS = 1024,
         parameter INIT_FILE = "")
       (input logic clk,
        input logic write_enable_in,
        input logic [$clog2(NUM_WORDS)-1:0] address_in,
        input logic [NUM_WORD_BITS-1:0] data_in,
        output logic [NUM_WORD_BITS-1:0] data_out);
    logic [NUM_WORD_BITS-1:0] memory_sig [NUM_WORDS-1:0];
    initial begin
        if (INIT_FILE != "")
            $readmemh(INIT_FILE, memory_sig);
    end  
    always_ff @ (posedge clk) begin
        if (write_enable_in)
            memory_sig[address_in] <= data_in;
        data_out <= memory_sig[address_in];
    end  
endmodule
`timescale 1ns / 1ps
module saturating_counter
    #(parameter MAX_VALUE = 32)
    (input logic clk,
     input logic reset,
     input logic enable_in,
     output logic [$clog2(MAX_VALUE):0] count_out);
     logic [$clog2(MAX_VALUE):0] count_prebuf_sig, count_postbuf_sig = 0;
     assign count_out = count_postbuf_sig;
     always_comb begin
        count_prebuf_sig = count_postbuf_sig;
        if (enable_in == 1)
            if (count_postbuf_sig < MAX_VALUE)
                count_prebuf_sig = count_postbuf_sig + 1;                
     end  
     always_ff @ (posedge clk) begin
        if (reset == 1)
            count_postbuf_sig <= 0;
        else
            count_postbuf_sig <= count_prebuf_sig;
     end  
endmodule
module unique_value_tracker
       #(parameter NUM_DATA_BITS = 32,
         parameter NUM_MAX_TRACKED_VALUES = 8)
       (input logic clk,
        input logic reset_in,
        input logic valid_in,
        input logic [NUM_DATA_BITS-1:0] data_in,
        output logic valid_out,
        output logic [$clog2(NUM_MAX_TRACKED_VALUES+1)-1:0] num_unique_values_out); 
    localparam NUM_STAGES = NUM_MAX_TRACKED_VALUES;    
    logic [NUM_DATA_BITS-1:0] data_staged_sig [NUM_STAGES:0];
    logic [NUM_STAGES:0] reset_staged_sig, valid_staged_sig;
    logic [NUM_STAGES-1:0] is_tracking_sig;
    assign reset_staged_sig[0] = reset_in; 
    assign data_staged_sig[0] = data_in;
    assign valid_staged_sig[0] = valid_in;  
    assign valid_out = valid_staged_sig[NUM_STAGES];     
    genvar ii;
    generate
        for (ii=1; ii <= NUM_STAGES; ii++) begin
            unique_value_tracker_stage #(.NUM_DATA_BITS(NUM_DATA_BITS)) tracker_stage_inst
                                       (.clk(clk),
                                        .reset_in(reset_staged_sig[ii-1]),
                                        .valid_in(valid_staged_sig[ii-1]),
                                        .data_in(data_staged_sig[ii-1]),
                                        .reset_out(reset_staged_sig[ii]),
                                        .valid_out(valid_staged_sig[ii]),
                                        .data_out(data_staged_sig[ii]),
                                        .is_tracking_unique_value_out(is_tracking_sig[ii-1]));  
        end  
    endgenerate
    priority_encoder #(.NUM_DATA_BITS(NUM_STAGES)) encoder_inst
                     (.data_in(is_tracking_sig),
                      .data_out(num_unique_values_out));
endmodule
module unique_value_tracker_stage
       #(parameter NUM_DATA_BITS = 32)
       (input logic clk,
        input logic reset_in,
        input logic valid_in,
        input logic [NUM_DATA_BITS-1:0] data_in,
        output logic reset_out,
        output logic valid_out,
        output logic [NUM_DATA_BITS-1:0] data_out,
        output logic is_tracking_unique_value_out);        
    logic [NUM_DATA_BITS-1:0] tracked_value_prebuf_sig, tracked_value_postbuf_sig = 0;
    logic is_tracking_unique_value_prebuf_sig, is_tracking_unique_value_postbuf_sig = 0;
    logic [NUM_DATA_BITS-1:0] data_out_postbuf_sig = 0;
    logic valid_out_prebuf_sig, valid_out_postbuf_sig = 0;
    assign is_tracking_unique_value_out = is_tracking_unique_value_postbuf_sig;
    assign data_out = data_out_postbuf_sig;
    assign valid_out = valid_out_postbuf_sig;
    always_comb begin
        valid_out_prebuf_sig = valid_in;
        tracked_value_prebuf_sig = tracked_value_postbuf_sig;
        is_tracking_unique_value_prebuf_sig = is_tracking_unique_value_postbuf_sig;
        if (!is_tracking_unique_value_postbuf_sig) begin
            if (valid_in) begin
                tracked_value_prebuf_sig = data_in;
                is_tracking_unique_value_prebuf_sig = 1;
                valid_out_prebuf_sig = 0;
            end
         end else  
            if (valid_in && data_in == tracked_value_postbuf_sig)
                valid_out_prebuf_sig = 0;         
    end  
    always_ff @ (posedge clk) begin
        reset_out <= reset_in;
        if (reset_in == 1) begin
            data_out_postbuf_sig <= 0;
            is_tracking_unique_value_postbuf_sig <= 0;
            tracked_value_postbuf_sig <= 0;
            valid_out_postbuf_sig <= 0;
        end else begin
            data_out_postbuf_sig <= data_in;
            is_tracking_unique_value_postbuf_sig <= is_tracking_unique_value_prebuf_sig;
            tracked_value_postbuf_sig <= tracked_value_prebuf_sig;
            valid_out_postbuf_sig <= valid_out_prebuf_sig; 
        end
    end  
endmodule
`timescale 1ns / 1ps
module wrapper
    #(parameter NUM_DATA_BITS = 32,
      parameter NUM_MAX_TRACKED_VALUES = 8,
      parameter NUM_RAM_WORDS = 19,
      parameter RAM_INIT_FILE = "C:/roger/mem_init_files/hex_init_32x18.txt")
    (input clk,
     input reset,
     input unique_or_untracked_select_in,
     output [$clog2(NUM_MAX_TRACKED_VALUES+1)-1:0] counter_out);
    logic read_valid_sig; 
    logic [NUM_DATA_BITS-1:0] read_data_sig;
    logic [$clog2(NUM_RAM_WORDS)-1:0] read_address_sig;
    logic tracker_valid_out_sig;
    logic [$clog2(NUM_MAX_TRACKED_VALUES+1)-1:0] num_unique_values_sig, num_nontracked_data_sig; 
    assign counter_out = (unique_or_untracked_select_in == 0) ? num_unique_values_sig : num_nontracked_data_sig; 
    unique_value_tracker 
       #(.NUM_DATA_BITS(NUM_DATA_BITS),
         .NUM_MAX_TRACKED_VALUES(NUM_MAX_TRACKED_VALUES)) unique_value_tracker_inst
       (.clk(clk),
        .reset_in(reset),
        .valid_in(read_valid_sig),
        .data_in(read_data_sig),
        .valid_out(tracker_valid_out_sig),
        .num_unique_values_out(num_unique_values_sig));
    saturating_counter
        #(.MAX_VALUE(NUM_MAX_TRACKED_VALUES)) saturating_counter_inst
        (.clk(clk),
         .reset(reset),
         .enable_in(tracker_valid_out_sig),
         .count_out(num_nontracked_data_sig));
    ram_read_controller
       #(.NUM_RAM_WORDS(NUM_RAM_WORDS)) ram_read_controller_inst
       (.clk(clk),
        .reset(reset),
        .address_out(read_address_sig),
        .valid_out(read_valid_sig));
    ram_single_ported_inferred 
        #(.NUM_WORD_BITS(NUM_DATA_BITS),
         .NUM_WORDS(NUM_RAM_WORDS),
         .INIT_FILE(RAM_INIT_FILE)) ram_inst
       (.clk(clk),
        .write_enable_in(0),
        .address_in(read_address_sig),
        .data_in(0),
        .data_out(read_data_sig));
endmodule
==> flow/run.sh <==
#!/bin/bash
# OpenROAD 26Q1-2900-gdf79404cd8, Yosys 0.63+post, stock flow scripts
make -C /OpenROAD-flow-scripts/flow DESIGN_CONFIG=/design/flow/config.mk WORK_HOME=/design/flow/orfs finish
==> flow/config.mk <==
export PLATFORM = sky130hd
export DESIGN_NAME = wrapper
export DESIGN_NICKNAME = wrapper
export VERILOG_FILES = /design/flow/design.v
export SDC_FILE = /design/flow/constraint.sdc
export NUM_CORES = 4
export LEC_CHECK = 1
export CORE_AREA = 10 10 90 90
export DIE_AREA = 0 0 100 100
export SYNTH_HDL_FRONTEND = slang
==> flow/constraint.sdc <==
current_design wrapper

set clk_period 1.4
set clk_io_pct 0.2

create_clock -name clk0 -period $clk_period [get_ports {clk}]

set non_clock_inputs [all_inputs -no_clocks]
set_input_delay [expr $clk_period * $clk_io_pct] -clock clk0 $non_clock_inputs
set_output_delay [expr $clk_period * $clk_io_pct] -clock clk0 [all_outputs]
==> impl_metrics.env <==
# flow metrics
export IMPL_crit_end="counter_out[0]"
export IMPL_worst_setup_start_kind="flip-flop"
export IMPL_p_leak_nw=0.633
export IMPL_finalClockSkew_ns=0.00707
export IMPL_worst_hold_path_type="reg -> reg"
export IMPL_synthArstFlopShare_pct=0
export IMPL_placementRows=29
export IMPL_post_synth_instance_area_sq_mm=0.00114
export IMPL_fin_ws_ns=-0.282
export IMPL_final_report_max_slew_violation_count=0
export IMPL_timing_hold_violations_final=0
export IMPL_initial_core_util_pct=18.1
export IMPL_synthDominantCellAreaShare_pct=59.9
export IMPL_total_power_mw=2.11
export IMPL_cp_data_required_time_ns=1.12
export IMPL_fraction_of_final_layout_cells_with_drive_strength_greater_than_1_pct=27.9
export IMPL_die_area_sq_mm=0.0100
export IMPL_crit_path_end_kind="primary output"
export IMPL_antenna_found_initial=0
export IMPL_route_final_wire_length_mm=1.83
export IMPL_floorplan_core_area_sq_mm=0.00628
export IMPL_clkLatencyLatePin_ns=0.28
export IMPL_dp_final_hpwl_mm=1.23
export IMPL_maxClockFrequency_mhz=594
export IMPL_num_io_pins=7
export IMPL_drt_initial_drc_count=14
export IMPL_flop_to_flop_setup_slack_ns=0.10
export IMPL_critical_path_reg2reg_startpoint="ram_read_controller_inst.address_out[0]$_SDFFE_PP0P_"
export IMPL_post_synth_inst_count=110
export IMPL_enable_flop_cells=0
export IMPL_violations="negative setup slack"
export IMPL_vias_per_cell=3.65
export IMPL_reg2reg_depth=4
export IMPL_ys_seq_share_pct=59.9
export IMPL_number_of_buffers_created_by_cts=5
export IMPL_tritoncts="done"
export IMPL_num_fill_cells=653
export IMPL_clock_pin_slew_of_the_registers_on_the_worst_case_setup_and_hold_paths_ns=0.07
export IMPL_global_route_overflow_total=0
export IMPL_hold_ws_ns=0.344
export IMPL_detail_route_drc_violations=0
export IMPL_grtUsageTotal_pct=3.77
export IMPL_num_antenna_cells=0
export IMPL_common_cells="34 x dfxtp_1, 27 x nor2_1, 4 x nand2_1"
export IMPL_ir_worst_vdd_mv=0.571
export IMPL_outcome="complete, but fails checks"
export IMPL_cts_htree_levels=2
export IMPL_cell_type_with_the_highest_aggregate_area_in_the_netlist="dfxtp_1"
export IMPL_reg2reg_to="ram_read_controller_inst.address_out[4]$_SDFFE_PP0P_"
export IMPL_die_height_um=100
export IMPL_critPathKind="reg -> out"
export IMPL_floorplan_die_width_um=100
export IMPL_timing_final_crit_share_pct=120
export IMPL_yosys_cell_types_count=32
export IMPL_largest_net_degree_at_the_start_of_global_routing=13
export IMPL_number_of_global_route_vias_before_repair=742
export IMPL_synth_warnings=0
export IMPL_drt_first_pass_iters=4
export IMPL_critical_path_max_fanout=4
export IMPL_yosysChipArea_sq_mm=0.00114
export IMPL_period_minus_slack_ns=1.68
export IMPL_syn2layout_area_growth_pct=38.3
export IMPL_min_delay_path_depth=0
export IMPL_rsz0062_at_grt="true"
export IMPL_gp_congestion=0.778
export IMPL_cts_root_buf="clkbuf_8"
export IMPL_wire_per_inst_um=8.45
export IMPL_cts_max_path_buffers=2
export IMPL_pwr_density_cell_mw_per_mm2=1340
export IMPL_tool_warnings=28
export IMPL_maxCapViolations=0
export IMPL_drtAntennaViolNets=0
export IMPL_post_synth_main_area_contributors="dfxtp_1 60%, nor2_1 8.9%, ha_1 3.3%"
export IMPL_worstPathArrival_ns=1.40
export IMPL_yosys_cell_count=110
export IMPL_postSynthAreaPerCell_sq_um=10.3
export IMPL_report_final_setup_viol=3
export IMPL_grt_pass1_wl_mm=3.26
export IMPL_placement_io_buffers=6
export IMPL_route_vias_total=792
export IMPL_synth_ff_latch_count=34
export IMPL_cts_num_sinks=34
export IMPL_most_instantiated_library_cell_after_synthesis="dfxtp_1"
export IMPL_ys_dominant_reg_cell="dfxtp_1"
[metal layers]
metal	share of wire, %	GRT usage (%)	vias up
met4	2.2	0.978	0
met3	8.0	1.73	6
met2	38	4.88	13
met5	0	0	-
met1	51	5.49	345
li1	-	-	428
[area by class of cell]
class	count	area (sq um)	share of cell area, %
sequential	34	691	43.9
multi-input combinational	76	507	32.2
timing repair buffer	19	153	9.71
tap	77	96.3	6.13
clock buffer	5	68.8	4.38
clock inverter	3	45.0	2.87
inverter	3	11.3	0.717
[worst min path at each step]
stage,start,endpoint
after CTS,flip-flop,flip-flop
after global routing,flip-flop,flip-flop
final,flip-flop,flip-flop
[timing repair]
item,4_1_cts,5_1_grt
pin swaps,5,6
endpoints found under the setup margin,4,4
gates resized,25,9
hold buffers,0,0
setup buffers,2,0
[where the power goes]
group | total (mW) | internal, mW | switching, mW
clock | 0.891 | 0.529 | 0.362
sequential | 1.06 | 1.02 | 0.0363
combinational | 0.164 | 0.0946 | 0.0698
[metrics by stage]
| stage | setup TNS (ns) | setup slack (ns) | area (sq um) | instances | util (%) |
|---|---|---|---|---|---|
| detailed placement | -2.13 | -0.565 | 1390 | 207 | 22.1 |
| CTS | -0.492 | -0.292 | 1540 | 217 | 24.5 |
| global placement | -2.04 | -0.552 | 1390 | 207 | 22.1 |
| floorplan | 0 | 0.169 | 1160 | 116 | - |
| global route | -0.696 | -0.385 | 1570 | 217 | 25.0 |
| finish | -0.448 | -0.282 | 1570 | 217 | 25.0 |
[worst max-delay path: stages (launching register included)]
cell and delay, ns:
dfxtp_4 0.37, inv_2 0.03, a221o_1 0.36, a221oi_2 0.23, buf_2 0.13
[cells by family (layout without fill, tap and decap cells)]
group           count (synthesis)  after routing  share of synthesized area (%)
buf+inv                         6             30                           2.09
fa+ha+maj                       3              3                           3.30
other cells                     1              7                          0.330
simple gates                   48             48                           20.7
flops                          34             34                           59.9
xor+xnor                        2              2                           1.54
compound gates                 14             14                           10.4
mux                             2              2                           1.76
[layout by cell type, fill, tap and decap left out, types with 2 or more instances in the layout]
cell type / netlist / routed
clkbuf_8: 0 / 5
ha_1: 3 / 2
nor2_1: 27 / 25
nor2_4: 0 / 2
clkinvlp_4: 0 / 2
a21oi_1: 2 / 2
nand3_1: 3 / 3
dfxtp_2: 0 / 5
nand2_1: 4 / 4
conb_1: 1 / 7
buf_6: 0 / 3
dfxtp_1: 34 / 28
nand2b_1: 3 / 2
o31ai_1: 3 / 2
mux2i_1: 2 / 2
buf_4: 0 / 10
a41oi_1: 2 / 2
buf_2: 1 / 3
nor2b_1: 3 / 2
inv_1: 3 / 2
Power figures rest on the tool's default switching activity, not on a simulated workload.
